==> design.v <==
module ALU #(
    parameter CONTROL_BITS = 3,
              DATA_WIDTH = 32
)(
    input logic  [CONTROL_BITS-1:0]  alu_control,
    input logic  [DATA_WIDTH-1:0]    operand_a,
    input logic  [DATA_WIDTH-1:0]    operand_b,
    output logic [DATA_WIDTH-1:0]    result,
    output                           result_eq_zero   
);
assign result_eq_zero = (result == {DATA_WIDTH{1'b0}});
always_comb begin
    result = {DATA_WIDTH{1'b0}};
    case (alu_control)
        {CONTROL_BITS'('b000)}: result = operand_a + operand_b;  
        {CONTROL_BITS'('b001)}: result = operand_a - operand_b;  
        {CONTROL_BITS'('b010)}: result = operand_a & operand_b;  
        {CONTROL_BITS'('b011)}: result = operand_a | operand_b;  
        {CONTROL_BITS'('b101)}: result = {{DATA_WIDTH-1{1'b0}}, operand_a < operand_b};  
        default:
            result = {DATA_WIDTH{1'b0}};  
    endcase
end
endmodule
module ALU_op2source_mux #(
    parameter DATA_WIDTH = 32
)(
    input logic                   sel,
    input logic  [DATA_WIDTH-1:0] in0,
    input logic  [DATA_WIDTH-1:0] in1,
    output logic [DATA_WIDTH-1:0] out
);
assign out = sel ? in1 : in0;
endmodule
module ALU_tester_toplevel #(
    parameter CONTROL_BITS = 3,
              DATA_WIDTH = 32,
              ADDRESS_WIDTH = 5
)(
    input logic [DATA_WIDTH-1:0]    ImmOp,
    input logic                     ALUSrc,
    input logic [CONTROL_BITS-1:0]  ALUControl,
    input logic                     RegWrite,
    input logic [ADDRESS_WIDTH-1:0] rs1,  
    input logic [ADDRESS_WIDTH-1:0] rs2,  
    input logic [ADDRESS_WIDTH-1:0] rd,  
    input logic                     clk,
    output logic [DATA_WIDTH-1:0]   ALUout,
    output logic [DATA_WIDTH-1:0]   a0,
    output logic                    result_eq_zero
);
logic [DATA_WIDTH-1:0] ALUop1;  
logic [DATA_WIDTH-1:0] ALUop2;
logic [DATA_WIDTH-1:0] regOp2;
register_file #(ADDRESS_WIDTH, DATA_WIDTH) regfile (
    .clk (clk),
    .we3 (RegWrite),
    .a1 (rs1),
    .a2 (rs2),
    .a3 (rd),
    .wd3 (ALUout),
    .rd1 (ALUop1),
    .rd2 (regOp2),
    .a0 (a0)
);
ALU_op2source_mux #(DATA_WIDTH) mux (
    .sel (ALUSrc),
    .in0 (regOp2),
    .in1 (ImmOp),
    .out (ALUop2)
);
ALU #(CONTROL_BITS, DATA_WIDTH) alu (
    .alu_control (ALUControl),
    .operand_a (ALUop1),
    .operand_b (ALUop2),
    .result (ALUout),
    .result_eq_zero (result_eq_zero)
);
endmodule
module register_file #(
    parameter ADDRESS_WIDTH = 5,  
              DATA_WIDTH = 32  
)(
    input logic                     clk,
    input logic                     we3,
    input logic [ADDRESS_WIDTH-1:0] a1,  
    input logic [ADDRESS_WIDTH-1:0] a2,  
    input logic [ADDRESS_WIDTH-1:0] a3,  
    input logic [DATA_WIDTH-1:0]    wd3,  
    output logic [DATA_WIDTH-1:0]   rd1,  
    output logic [DATA_WIDTH-1:0]   rd2,   
    output logic [DATA_WIDTH-1:0]   a0  
);
logic [DATA_WIDTH-1:0] regfile_array [2**ADDRESS_WIDTH-1:0];
    initial regfile_array[0] = {DATA_WIDTH{1'b0}};   
assign rd1 = regfile_array[a1];
assign rd2 = regfile_array[a2];
assign a0 = regfile_array[10];  
always_ff @(posedge clk) begin
    if (we3 == 1'b1)
        if(a3 != {ADDRESS_WIDTH{1'b0}}) 
            regfile_array[a3] <= wd3;
end
endmodule
==> run.sh <==
#!/bin/bash
# OpenROAD 26Q1-2900-gdf79404cd8, Yosys 0.63+post, stock flow scripts
make -C /OpenROAD-flow-scripts/flow DESIGN_CONFIG=/design/flow/config.mk WORK_HOME=/design/flow/orfs finish
==> config.mk <==
export PLATFORM = sky130hd
export DESIGN_NAME = ALU_tester_toplevel
export DESIGN_NICKNAME = ALU_tester_toplevel
export VERILOG_FILES = /design/flow/design.v
export SDC_FILE = /design/flow/constraint.sdc
export NUM_CORES = 4
export LEC_CHECK = 1
export CORE_UTILIZATION = 30
==> constraint.sdc <==
current_design ALU_tester_toplevel

set clk_period 23.7
set clk_io_pct 0.2

create_clock -name clk0 -period $clk_period [get_ports {clk}]

set non_clock_inputs [all_inputs -no_clocks]
set_input_delay [expr $clk_period * $clk_io_pct] -clock clk0 $non_clock_inputs
set_output_delay [expr $clk_period * $clk_io_pct] -clock clk0 [all_outputs]
==> summary.txt <==
yosys + openroad results -> final setup vio count 0, Switch Pwr 1.19 mW, Achievable Freq around 55 MHz, Post-synth top cells 1024 x edfxtp_1, 640 x mux4_2, 137 x clkbuf_1, 105 x nand2_1, Placer Congestion between 0.9 and 1, clk latency of the worst-skew pair around 730 ps, Wirelength per Cell 31.7 um, vias in the first global route 32.9k, tool warnings 90, Yosys top cell area share 58.8%, R2R Setup Slk 17980 ps, DRT Pass-1 Iters 5, gr busiest metal met2, Total Power ~4.5 mW, most used cell, CP buf_4, Die Ht 419 um, Comb power frac ~17%, Syn Inst Count 2799, Core Density at Floorplan 30.3%, max cap viols 0, worst r2r src regfile.regfile_array[10][0], post-route antenna net violation count 0, DR DRC count 0, Die Wd 419 um, total track usage between 20% and 30%, leakage 19.3 nW, Crit. Startpoint rs1[0], Final Critical Period 18130 ps, VDD IR max 0.0581 mV, Detailed Place HPWL 109 mm, GR Overflow Total 0, worst path arrival time around 13000 ps, GRT met2 Usage 31.1%, Flops after synth 1024, CTS H-tree lvls 3, post-synth top area cell edfxtp_1, cts bufs inserted between 100 and 150, Area growth, synth to finish 15.6%, Worst Skew 32.8 ps, Filler cells 15.9k, main flop type after synthesis edfxtp_1, ys cells 2799, layout cells sized above 1 34.1%, wirelength, routed 171 mm, GR Util met3 16.1%, CP startpoint kind input port, pwr/cell area 74.6 nW/um2, initial antenna violation count 3, largest net degree at the start of global routing just over 70, TritonCTS clock tree done, Setup Crit Path Kind input port to output port, P_int 3.31 mW, CP Cell Sequence buf_8 > buf_4 > buf_4 > buf_4 > mux4_2 > mux4_2 > mux2_2 > ha_1 > inv_1 > o31ai_1 > nor2b_1 > o41ai_1 > o21ai_0 > xnor2_1 > a21o_1 > buf_4 > nor4_1 > nand4_1 > or4b_1 > nor4_2 > clkdlybuf4s50_1, post-CTS sizing 0, Net Sw Frac 26.5%, sequential share of power ~47%, I/O Buffers roughly 120, placed inst area around 57000 um2, Post-synth area hogs edfxtp_1 59%, mux4_2 28%, ha_1 2.3%, Yosys top cell by instances edfxtp_1, Slowest cell on crit path ha_1, worst hold path startpoint regfile.regfile_array[30][31], io pins 118, Yosys chip area between 50000 and 60000 um2, Levels on crit path 21, synth warn 2, clock-pin slew on the worst setup and hold paths about 60 ps, post-synthesis async set-or-reset flop share 0%, cts hold-fix bufs 0, worst-path maximum fanout 50, Slew Limit Headroom between 40 and 50%, crit path capture result_eq_zero, routed vias ~30k, Post-synth seq share 58.8%, R2R depth 17, Clock power frac a little over a third, Worst-Margin Slew around 890 ps, core area 172000 um2, synth unique cells ~83, final hold vios 0, max reg flops 1024, RR Endpoint regfile.regfile_array[1][24], Cell Area, Synth 52300 um2, first-pass GRT wire length 242 mm, number of enable flip-flop cells 1024, Longest Clk Path Bufs 3, Syn Area/Cell 18.7 um2, die footprint roughly 180000 um2, Worst Hold Class flop to flop, WP buf/inv 7, Root Buffer clkbuf_16, Crit. End Element output port, Setup TNS Final 0 ps, Final Max Slew Viols 0, WP data required 18960 ps, Largest regs regfile.regfile_array x1024, Most flops, register regfile.regfile_array, Period Utilization, post-route around three quarters, delay-heaviest family, CP buffers and inverters, FP Rows between 150 and 200, RSZ-0062 raised after global routing no, Clock Sinks 1024, Final Cell Area 60400 um2, DRT iter0 DRCs roughly 2.1k, largest stage delay on the critical path 720 ps, grt met1 use 24.5%, status complete, no violations, Post-CTS Setup Bufs 0, Via density 5.55
## power groups by stage
stage | clock network, mW | registers [mW] | logic, mW
after global routing | 1.72 | 2.12 | 0.830
after CTS | 1.65 | 2.12 | 0.774
final | 1.62 | 2.12 | 0.772
## worst reg2reg max path, delay by kind of cell (launching register included)
family | cells | cell delay, ps
and+or+nand+nor | 2 | 750
muxes | 3 | 1120
AOI/OAI and AO/OA | 7 | 1660
buffers and inverters | 2 | 340
adders and majority gates | 2 | 770
xor gates and xnor gates | 1 | 240
DFF | 1 | 540
## cells by family after synthesis
group,Yosys count,share of synthesized area (%)
flops,1024,58.8
mux,710,29.0
simple gates,327,2.99
compound gates,314,4.23
buf+inv,306,2.27
fa+ha+maj,98,2.37
xor+xnor,19,0.318
other cells,1,0.00717
## area by class of cell
class	instances	area, um2	share of cell area, %
Sequential cell	1024	30700	50.9
Multi-Input combinational cell	1500	20800	34.5
Tap cell	2310	2890	4.78
Clock buffer	133	2780	4.59
Timing Repair Buffer	262	2270	3.76
Clock inverter	55	543	0.899
Inverter	97	364	0.602
Antenna cell	2	5.00	0.00828
## metrics by stage
| stage | std cells | setup slack (ps) | hold WS [ps] | utilization (%) |
|---|---|---|---|---|
| 2_1_floorplan | 2830 | 8290 | 1790 | - |
| 3_3_place_gp | 5193 | 5210 | 1910 | 33.1 |
| 3_5_place_dp | 5193 | 5430 | 1900 | 33.1 |
| 4_1_cts | 5381 | 5390 | 1920 | 35.1 |
| 5_1_grt | 5381 | 5040 | 2020 | 35.1 |
| 6_report | 5383 | 5570 | 1930 | 35.1 |
## cell usage in the layout (no fill, tap or decap), drive strengths merged, types with 11 or more instances in the layout
cell type	n
edfxtp	1024
mux4	640
buf	157
clkbuf	133
nand2	105
clkdlybuf4s50	105
inv	103
ha	96
nor2	89
a21oi	59
o21ai	54
o21a	45
mux2i	40
clkinv	36
conb	32
nor3	31
mux2	30
nand3	19
a211oi	17
xnor2	16
nor2b	15
a21o	15
o22ai	14
o211ai	13
nor4	12
o21bai	11
## layer usage
| layer | vias up | routed length, um |
|---|---|---|
| li1 | 12325 | - |
| met1 | 15385 | 56900 |
| met2 | 1936 | 79300 |
| met3 | 216 | 29100 |
| met4 | 8 | 5240 |
| met5 | - | 138 |
## worst min path at each step
stage	endpoint	depth (start not counted)
4_1_cts	regfile.regfile_array[22][30]	8
5_1_grt	regfile.regfile_array[26][30]	8
6_report	regfile.regfile_array[11][0]	9
Power and IR drop assume default switching activity.
