### /design/flow/config.mk
export PLATFORM = sky130hd
export DESIGN_NAME = PC
export DESIGN_NICKNAME = PC
export VERILOG_FILES = /design/flow/design.v
export SDC_FILE = /design/flow/constraint.sdc
export NUM_CORES = 4
export LEC_CHECK = 1
export CORE_UTILIZATION = 40
### /design/flow/run.sh
#!/bin/bash
# OpenROAD 26Q1-2900-gdf79404cd8, Yosys 0.63+post, stock flow scripts
make -C /OpenROAD-flow-scripts/flow DESIGN_CONFIG=/design/flow/config.mk WORK_HOME=/design/flow/orfs finish
### /design/flow/design.v
module PC #(
    parameter WIDTH = 32
)(
    input logic clk,
    input logic rst,
    input logic pcsrc,
    input logic [WIDTH-1:0] ImmOp,
    output logic [WIDTH-1:0] count
);
always_ff @ (posedge clk)
    if (rst) count <= {WIDTH{1'b0}};
    else if (pcsrc == 1'b1) count <= count + {ImmOp};
    else if (pcsrc == 1'b0) count <= count + 32'b100;
endmodule 
### /design/flow/constraint.sdc
current_design PC

set clk_period 11.2
set clk_io_pct 0.2

create_clock -name clk0 -period $clk_period [get_ports {clk}]

set non_clock_inputs [all_inputs -no_clocks]
set_input_delay [expr $clk_period * $clk_io_pct] -clock clk0 $non_clock_inputs
set_output_delay [expr $clk_period * $clk_io_pct] -clock clk0 [all_outputs]
==> impl_metrics.csv <==
group,metric,value,unit
timing,fmax,0.203,GHz
timing,slew-limit-headroom,55.6,%
yosys,syn_area_per_cell,7.64,um2
setup_path,critPathMaxStageDelay,480,ps
clock_tree,post-cts-setup-buffers,0,
routing,post_drt_via_cell_ratio,5.53,
placement,hpwlAfterDp,6280,um
hold_path,hp-class,"reg2reg",
timing,period_minus_slack,4910,ps
timing,grt_setup_unrepaired,"false",
clock_tree,clock.latency.late_pin,290,ps
routing,ant_nets,0,
setup_path,cp-endpoint,"count[28]",
run,log.warning_count,25,
floorplan,initial_core_util,41.7,%
yosys,ys_sh_xor,14.1,%
final_layout,top_regs,"count x32",
yosys,syn-instance-count,424,
timing,hold_viol_final,0,
clock_tree,post_cts_resize_count,0,
routing,vias,3237,
timing,setup_viol,0,
global_routing,grt.total_usage,20.4,%
floorplan,die.size.x,92.0,um
floorplan,io-pin-count,67,
floorplan,core_region_area,7770,um2
yosys,synth_cell_types,53,
run,timing.max_cap.violations,0,
yosys,synth-simple-area-share,22.5,%
routing,finalWirelength,8370,um
yosys,ys_dominant_reg_cell,"sky130_fd_sc_hd__dfxtp_1",
final_layout,final_area,4060,um2
clock_tree,postCtsHoldBufs,0,
clock_tree,ctsLongestPathBuffers,2,
setup_path,r2r.worst_path.cells,11,
power_and_ir_drop,vdd_drop_max,0.0441,mV
global_routing,first_global_vias,2976,
final_layout,largest_reg_flops,32,
setup_path,worstSetupStartpoint,"ImmOp[0]",
setup_path,crit-reg2reg-launch,"count[0]",
yosys,largest_area_cell,"sky130_fd_sc_hd__dfxtp_1",
yosys,synth_area,3240,um2
clock_tree,numCtsBuffers,5,
clock_tree,clkSlewWorstSetupHoldPaths,70,ps
routing,detailedRoute.firstPassIterationCount,4,
global_routing,grt_pass1_wl,13900,um
setup_path,timing.critical_path.required,11430,ps
placement,placement.cell_area,3970,um2
final_layout,number_of_fillers_in_the_final_layout,764,
power_and_ir_drop,report.power.total,0.000477,W
floorplan,rows,32,
power_and_ir_drop,power.density_cell_area,117,nW/um2
final_layout,lay_top_cells,"sky130_fd_sc_hd__clkdlybuf4s50_1, sky130_fd_sc_hd__nor2_1, sky130_fd_sc_hd__xnor2_1",
global_routing,number_of_antenna_violations_at_the_first_check_in_global_routing,0,
clock_tree,htreeDepth,2,
yosys,synthAoiAreaFrac,26.2,%
final_layout,areaGrowthSynthToFinish,25.4,%
clock_tree,clock_sinks,32,
final_layout,final_layout_top_logic_cell,"sky130_fd_sc_hd__clkdlybuf4s50_1",
timing,final_report_max_slew_violation_count,0,
setup_path,rr_endpoint,"count[28]",
setup_path,crit_slowest_cell,"sky130_fd_sc_hd__or3b_2",
placement,gp_routability_congestion,0.882,
setup_path,cp_max_fo,3,
floorplan,die_height,92.0,um
final_layout,fraction_of_layout_instances_using_a_drive_strength_above_1,3.31,%
timing,worst-slew-pin-transition,663,ps
yosys,netlist_logic_family_top,"AND-OR/OR-AND gates",
placement,pre_cts_ws,6030,ps
routing,n_antenna_cell,0,
routing,route.detailed.drc,0,
setup_path,worstPathCellList,"clkdlybuf4s50_1 > ha_1 > inv_1 > fa_1 > nor2b_1 > o2111ai_1 > a31oi_1 > o41a_1 > a31o_1 > a311oi_2 > or3b_2 > nand3_1",
routing,drt_first_iter_violations,68,
yosys,synth_seq_share,19.8,%
yosys,synth_async_sr_flop_share,0,%
routing,route.detailed.wl_per_inst,14.3,um
global_routing,global_route.overflow_total,0,
yosys,area_fraction_in_mux_cells,1.27,%
run_status,outcome,"finished clean",
setup_path,worstSetupStartpointType,"input pin",
yosys,flops_latches_synth,32,
setup_path,worst_ep_arrival_time,5150,ps
setup_path,setup.reg_to_reg.worst_slack,8330,ps
clock_tree,cts_tree,"built",
setup_path,critical_path_class,"in2reg",
power_and_ir_drop,leakage_power,1.67,nW
timing,final_min_period_over_clock_period,43.9,%
setup_path,critPathCaptureType,"flop",
timing,final.setup.worst_slack,6290,ps
placement,port-buffer-count,66,
yosys,enable_flop_cells,0,
yosys,synthAdderAreaFrac,13.0,%
yosys,synth.top_cells.by_area,"sky130_fd_sc_hd__dfxtp_1, sky130_fd_sc_hd__ha_1, sky130_fd_sc_hd__xnor2_1, sky130_fd_sc_hd__nor2_1, sky130_fd_sc_hd__a211oi_1",
yosys,yosysWarnings,1,
global_routing,grt_start_max_net_pins,58,
yosys,synth.yosys.chip_area,3240,um2
timing,setup_total_neg_slack,0,ps
yosys,post-synth-top-area-fraction,19.8,%
yosys,yosysCellCount,424,
clock_tree,ctsRootBufferMaster,"sky130_fd_sc_hd__clkbuf_8",
final_layout,largest_register,"count",
timing,skew,6.71,ps
floorplan,area_of_the_chip,8470,um2
## kinds of logic (layout without fill, tap and decap cells)
group	Yosys count	in the layout
AOI/OAI and AO/OA	125	125
xor gates and xnor gates	52	52
adders and majority gates	33	33
buffers and inverters	28	87
DFF	32	32
muxes	4	4
and+or+nand+nor	150	150
## Yosys cell counts (3+ instances only)
cell	count
sky130_fd_sc_hd__and4_1	6
sky130_fd_sc_hd__xnor2_1	38
sky130_fd_sc_hd__xor2_1	14
sky130_fd_sc_hd__o21ai_0	19
sky130_fd_sc_hd__nor2_1	50
sky130_fd_sc_hd__nand3_1	19
sky130_fd_sc_hd__nand2b_1	3
sky130_fd_sc_hd__nor2b_1	5
sky130_fd_sc_hd__a21o_1	21
sky130_fd_sc_hd__clkbuf_1	14
sky130_fd_sc_hd__nor3_1	10
sky130_fd_sc_hd__o211ai_1	4
sky130_fd_sc_hd__a21oi_1	31
sky130_fd_sc_hd__mux2i_1	3
sky130_fd_sc_hd__nand2_1	29
sky130_fd_sc_hd__ha_1	32
sky130_fd_sc_hd__inv_1	10
sky130_fd_sc_hd__a31oi_1	3
sky130_fd_sc_hd__nand4_1	11
sky130_fd_sc_hd__dfxtp_1	32
sky130_fd_sc_hd__a211oi_1	23
sky130_fd_sc_hd__o21bai_1	4
sky130_fd_sc_hd__and3_1	6
## worst min-delay path by stage
stage,startpoint,end,depth (start not counted)
5_1_grt,count[1],count[1],2
4_1_cts,count[1],count[1],2
6_report,count[0],count[0],2
## per-stage QoR
step	hold WS [ps]	utilization, %	std cells
after floorplan	465	-	424
after global placement	514	51.2	577
final	535	52.3	585
after detailed placement	523	51.2	577
after global routing	551	52.3	585
after CTS	537	52.3	585
## critical path: cells and delay by family
kind / cells / cell delay (ps)
and+or+nand+nor: 3 / 740
AOI/OAI and AO/OA: 5 / 1070
adders and majority gates: 2 / 580
buffers and inverters: 2 / 520
## routing by layer
layer	track usage [%]	share of wire, %	up-vias
li1	-	-	1677
met1	32.6	51	1473
met2	31.3	43	80
met3	2.03	4.8	7
met4	1.56	0.92	0
met5	0	0	-
## area by class of cell
class,count,area (um2),share of cell area (%)
multi-input cells,364,2490,61.4
repair buffers,68,671,16.5
well taps,102,128,3.14
flip-flops and latches,32,641,15.8
clock buffers,8,90.1,2.22
inverters,11,41.3,1.02
## report_power, final
part / switching [W] / total, W / internal [W]
logic: 0.000112 / 0.000230 / 0.000118
registers: 0.0000213 / 0.000151 / 0.000129
clock network: 0.0000466 / 0.0000968 / 0.0000502
